`design/flow/run.sh`:
```
#!/bin/bash
# OpenROAD 26Q1-2900-gdf79404cd8, Yosys 0.63+post, stock flow scripts
make -C /OpenROAD-flow-scripts/flow DESIGN_CONFIG=/design/flow/config.mk WORK_HOME=/design/flow/orfs finish
```
`design/flow/config.mk`:
```
export PLATFORM = sky130hd
export DESIGN_NAME = slot_machine
export DESIGN_NICKNAME = slot_machine
export VERILOG_FILES = /design/flow/design.v
export SDC_FILE = /design/flow/constraint.sdc
export NUM_CORES = 4
export LEC_CHECK = 1
export CORE_UTILIZATION = 30
```
`design/flow/constraint.sdc`:
```
current_design slot_machine

set clk_period 5.9
set clk_io_pct 0.2

create_clock -name clk0 -period $clk_period [get_ports {i_clock}]

set non_clock_inputs [all_inputs -no_clocks]
set_input_delay [expr $clk_period * $clk_io_pct] -clock clk0 $non_clock_inputs
set_output_delay [expr $clk_period * $clk_io_pct] -clock clk0 [all_outputs]
```
`design/flow/design.v`:
```
module clock_divider
    (
        input i_clock,
        input i_reset,
        output reg r_OUT
    );
    reg [24:0] r_COUNT;
    always @(posedge i_clock, negedge i_reset) begin
        if(!i_reset) begin
            r_COUNT <= 'd0;
            r_OUT <= 1'b0;
        end
        else begin
                r_COUNT <= r_COUNT + 1'b1;
            if(r_COUNT == 'd1)
                r_COUNT <= 'd0;
            else if(r_COUNT == 'd0)
                r_OUT <= !r_OUT;
        end
    end
endmodule
module counter
    (
        input i_clock,
        input i_reset,
	input i_pause,
        output [3:0] o_out
    );
    reg [3:0] r_COUNT;
    reg [3:0] r_TEMP = 4'b0000;
    always @(negedge i_clock, negedge i_reset) begin
	if(!i_reset)
            r_COUNT <= 4'bzzzz;
        else begin
            if(i_pause)
                r_TEMP <= r_TEMP;
            else if(r_TEMP == 'd9)
                r_TEMP <= 4'b0000;
	    else
		r_TEMP <= r_TEMP + 'd1;
	    r_COUNT <= r_TEMP;
        end
    end
    assign o_out = r_COUNT;
endmodule
module seg7_decoder
    (
        input [3:0] i_digit,
	input [6:0] i_default,
        output reg [6:0] r_OUT
    );
    always @(i_digit) begin
        case (i_digit)
            4'b0000: r_OUT <= 7'b1000000;
            4'b0001: r_OUT <= 7'b1111001;
            4'b0010: r_OUT <= 7'b0100100;
            4'b0011: r_OUT <= 7'b0110000;
            4'b0100: r_OUT <= 7'b0011001;
            4'b0101: r_OUT <= 7'b0010010;
            4'b0110: r_OUT <= 7'b0000010;
            4'b0111: r_OUT <= 7'b1111000;
            4'b1000: r_OUT <= 7'b0000000;
            4'b1001: r_OUT <= 7'b0010000;
	    4'b1010: r_OUT <= 7'b0010001;	 
	    4'b1011: r_OUT <= 7'b0100001;	 
	    4'b1100: r_OUT <= 7'b0001000;	 
	    4'b1101: r_OUT <= 7'b0000110;	 
	    4'b1110: r_OUT <= 7'b1001110;	 
	    4'b1111: r_OUT <= 7'b1110111;	 
	    default: r_OUT <= i_default;
	endcase 
    end
endmodule
module slot_machine
    (
	input i_clock,
	input i_reset,
	input i_seg0_reset,
	input i_seg1_reset,
	input i_seg2_reset,
	input i_btn0,
	input i_btn1,
	input i_btn2,
	output [6:0] o_seg0,
	output [6:0] o_seg1,
	output [6:0] o_seg2,
	output [6:0] o_seg3,
	output [6:0] o_seg4,
	output [6:0] o_seg5
    );
    parameter [1:0] ready = 2'b01;
    parameter [1:0] running = 2'b10;
    parameter [1:0] pause = 2'b11;
    wire [3:0] w_out0;
    wire [3:0] w_out1;
    wire [3:0] w_out2;
    wire [3:0] w_out3;
    wire [3:0] w_out4;
    wire [3:0] w_out5;
    reg r_seg0_reset = 1'b0;
    reg r_seg1_reset = 1'b0;
    reg r_seg2_reset = 1'b0;
    reg r_pause0 = 1'b1;
    reg r_pause1 = 1'b1;
    reg r_pause2 = 1'b1;
    reg [1:0] r_state;
    reg [1:0] r_next;
    wire w_clock;
    always @(posedge w_clock, negedge i_reset) begin
	if(!i_reset)
	    r_state <= ready;
	else
	    r_state <= r_next;
    end
    always @(i_seg0_reset, i_seg1_reset, i_seg2_reset, i_btn0, i_btn1, i_btn2, r_state, w_clock) begin
	case (r_state)
	    ready: begin
		if(i_seg0_reset) begin
		    r_pause0 <= 1'b0;
			 r_seg0_reset = 1'b1;
		end
		if(i_seg1_reset) begin
		    r_pause1 <= 1'b0;
			 r_seg1_reset = 1'b1;
		end
		if(i_seg2_reset) begin
		    r_pause2 <= 1'b0;
			 r_seg2_reset = 1'b1;
		end
		if(!r_pause0 && !r_pause1 && !r_pause2)
		    r_next <= running;
		else
		    r_next <= ready;
	    end
	    running: begin
		if(!i_btn0)
		    r_pause0 <= 1'b1;
		if(!i_btn1)
		    r_pause1 <= 1'b1;
		if(!i_btn2)
		    r_pause2 <= 1'b1;
		if(r_pause0 && r_pause1 && r_pause2)
		    r_next <= pause;
		else
		    r_next <= running;
	    end
	    pause: begin
		if(!i_btn0)
		    r_pause0 <= 1'b0;
		if(!i_btn1)
		    r_pause1 <= 1'b0;
		if(!i_btn2)
		    r_pause2 <= 1'b0;
		if(!r_pause0 && !r_pause1 && !r_pause2)
		    r_next <= running;
		else
		    r_next <= pause;
	    end
	endcase
    end
    clock_divider divider0(i_clock, i_reset, w_clock);
    counter counter0(w_clock, r_seg0_reset, r_pause0, w_out0);
    counter counter1(w_clock, r_seg1_reset, r_pause1, w_out1);
    counter counter2(w_clock, r_seg2_reset, r_pause2, w_out2);
    seg7_decoder decoder0(w_out0, 7'b1110111, o_seg0);
    seg7_decoder decoder1(w_out1, 7'b1001110, o_seg1);
    seg7_decoder decoder2(w_out2, 7'b0000110, o_seg2);
    seg7_decoder decoder3(w_out3, 7'b0001000, o_seg3);
    seg7_decoder decoder4(w_out4, 7'b0100001, o_seg4);
    seg7_decoder decoder5(w_out5, 7'b0010001, o_seg5);
endmodule
```
==> flow_summary.json <==
{
  "worstPathRequired_ns": 6.09,
  "rows": 37,
  "edf_count": 12,
  "grt-ovfl-total": 0,
  "topCellsByArea": "dfrtp_1 21%, edfxtp_1 11%, dfrtn_1 9.2%",
  "die_area_um2": 11300,
  "dp_hpwl_mm": 3.80,
  "grt_pass1_wl_mm": 8.63,
  "period_used_share": 0.281,
  "finalSetupViolCount": 0,
  "crit_path_start_kind": "register",
  "r2r-end": "divider0.r_COUNT[22]",
  "vias_per_cell": 4.34,
  "synth_warnings": 17,
  "die_w_um": 106,
  "critPathTopFamily": "simple AND/OR/NAND/NOR gates",
  "min_to": "divider0.r_COUNT[24]",
  "postCtsResizedCells": 0,
  "cts_tree": "built",
  "htree_levels": 1,
  "p_per_area_nw_per_um2": 92.3,
  "max_freq_ghz": 0.602,
  "synth_area_leader_cell": "dfrtp_1",
  "layout_setup_ws_ns": 4.24,
  "cts_buffers": 3,
  "status": "completed",
  "core_area_um2": 10400,
  "placed_area_um2": 3600,
  "unclocked_pins": 34,
  "ys.flops": 60,
  "tns_ns": 0,
  "drive_gt1_frac": 0.0523,
  "dr.pass1.iters": 4,
  "antenna_found_initial": 0,
  "routed_wl_mm": 4.82,
  "wl_per_cell_um": 10.0,
  "path_clk_slew_ns": 0.08,
  "cp_slowest_cell": "dfrtp_1",
  "untimed_endpoints": 64,
  "r2r_setup_slack_ns": 4.24,
  "worst-setup-path-type": "register to register",
  "dpl_worst_slack_ns": 4.04,
  "path_max_fanout": 7,
  "fin_util": 0.353,
  "wl_met1_mm": 2.38,
  "rsz0062_at_grt": "no",
  "syn_avg_cell_area_um2": 10.2,
  "irDropWorstVdd_uv": 205,
  "worstHoldStart": "divider0.r_COUNT[24]",
  "report.final.hold_viol_count": 0,
  "grt_pass1_vias": 1962,
  "fp_util": 0.313,
  "dr_wl_met2_mm": 2.22,
  "final_area_um2": 3670,
  "hp-class": "register to register",
  "logic_area_um2": 1580,
  "cts_max_path_buffers": 2,
  "worst-path-buf-inv": 0,
  "drv_cap": 0,
  "grtUsageTotal": 0.0935,
  "cp-end-kind": "register",
  "clockRootBuffer": "clkbuf_8",
  "synth-cells-yosys": 318,
  "grt_max_degree": 29,
  "top_cells_by_count": "27 x dfrtp_1, 27 x nand2_1, 24 x ha_1, 23 x inv_1, 21 x buf_4",
  "warnings": 42,
  "clock_skew_ns": 0.00859,
  "drc_errors": 0,
  "leakage_nw": 1.63,
  "top_cell_area_share": 0.207,
  "syn_area_um2": 3260,
  "nFillCells": 1029,
  "numPortBuffers": 28,
  "period_minus_slack_ns": 1.66,
  "ff_latch_area_um2": 1480,
  "synth_cell_types": 40,
  "cts_hold_buf": 0,
  "wl_met3_um": 180,
  "vias": 2084,
  "ant_nets": 0,
  "die_y_um": 106,
  "place.gp.congestion": 0.807,
  "cpPeakStageDelay_ns": 0.46,
  "p_total_mw": 0.339,
  "drt_iter0_drc": 32,
  "post-cts-setup-buffers": 0,
  "routed.top_layer": "met4",
  "syn2layout_area_growth_pct": 12.8,
  "arrival_ns": 1.85,
  "ys_area_um2": 3260,
  "holdPathStages": 1,
  "antenna_cells": 0,
  "clk_latency_ns": 0.27,
  "path_cells": "ha_1 > nand3_1 > or2_1 > nor3_1 > xor2_1",
  "io_pins": 50,
  "async_reset_ff_frac": 0.667,
  "reg2reg_depth": 5,
  "r2r_start": "divider0.r_COUNT[0]",
  "synthCells": 318,
  "slew_violations": 0,
  "ys.flop_type": "dfrtp_1"
}
==> power breakdown <==
group / leakage (nW) / switching, mW / internal, mW
logic: 0.885 / 0.00706 / 0.00555
clock network: 0.0357 / 0.0530 / 0.0907
registers: 0.708 / 0.00169 / 0.181
total: 1.63 / 0.0617 / 0.277
==> per-stage QoR <==
step	instances	hold WS [ns]
after floorplan	340	0.443
after global placement	476	0.461
after detailed placement	476	0.467
after CTS	480	0.483
after global routing	480	0.503
final	480	0.476
==> worst max path at each step <==
stage	startpoint	to	slack (ns)	cells past startpoint
4_1_cts	divider0.r_COUNT[0]	divider0.r_COUNT[24]	4.22	5
5_1_grt	divider0.r_COUNT[0]	divider0.r_COUNT[24]	4.08	5
6_report	divider0.r_COUNT[0]	divider0.r_COUNT[22]	4.24	5
==> registers in the layout, indices dropped and copies added, names as in the netlist, 2 cells and up <==
signal,flops
divider0.r_COUNT,25
counter0.r_COUNT,4
counter0.r_TEMP,4
counter1.r_COUNT,4
counter1.r_TEMP,4
counter2.r_COUNT,4
counter2.r_TEMP,4
r_next,2
r_state,2
==> layout make-up <==
cell class,instances,area share
timing repair buffer,29,0.0783
clock inverter,1,0.00817
sequential,60,0.403
multi-input combinational,228,0.429
inverter,23,0.0235
clock buffer,3,0.0112
tap,136,0.0463
==> cell usage in the layout (no fill, tap or decap), types with 2 or more instances in the layout <==
master           instances
edfxtp_1                12
xor2_1                   8
clkdlybuf4s50_1         28
o211ai_1                 2
mux4_2                   6
nor2_1                  19
a21oi_1                  4
nand2_1                 27
dfrtn_1                 12
a21boi_0                 3
dfrtp_1                 27
nor3_2                   2
and4_1                   2
nand3b_1                 2
xnor2_1                 17
nand2b_1                 9
o31ai_1                  7
conb_1                  24
nor2b_1                 11
ha_1                    24
o21ai_0                 13
clkbuf_8                 3
nand3_1                 19
nor3_1                   6
nand4_1                  4
inv_1                   23
dlxtn_1                  8
and3_1                   3
nor4_1                   7
==> worst reg2reg max path, cell delays in order, from the launching register on <==
cell	delay (ns)
dfrtp_1	0.46
ha_1	0.27
nand3_1	0.12
or2_1	0.35
nor3_1	0.21
xor2_1	0.17
==> kinds of logic after synthesis <==
group / after synthesis / synth area share
flip-flops: 52 / 0.418
adder cells (fa/ha/maj): 24 / 0.0922
latches: 8 / 0.0369
AND/OR/NAND/NOR: 117 / 0.194
buffers and inverters: 52 / 0.0864
XOR/XNOR: 25 / 0.0672
AND-OR/OR-AND: 32 / 0.0614
other: 2 / 0.00231
multiplexers: 6 / 0.0415
==> metal layers <==
layer / vias to the layer above / GRT usage
li1: 1076 / -
met1: 961 / 0.142
met2: 43 / 0.152
met3: 4 / 0.0150
met4: 0 / 0.00694
met5: - / 0
Power is estimated from default activity; no workload was simulated.
